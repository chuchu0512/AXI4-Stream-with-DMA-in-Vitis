<file path="constraint.sdc">
current_design IP

set clk_period 27.2
set clk_io_pct 0.2

create_clock -name clk0 -period $clk_period [get_ports {clk}]

set non_clock_inputs [all_inputs -no_clocks]
set_input_delay [expr $clk_period * $clk_io_pct] -clock clk0 $non_clock_inputs
set_output_delay [expr $clk_period * $clk_io_pct] -clock clk0 [all_outputs]
</file>
<file path="config.mk">
export PLATFORM = sky130hd
export DESIGN_NAME = IP
export DESIGN_NICKNAME = IP
export VERILOG_FILES = /design/flow/design.v
export SDC_FILE = /design/flow/constraint.sdc
export NUM_CORES = 4
export LEC_CHECK = 1
export CORE_UTILIZATION = 30
</file>
<file path="design.v">
`timescale 1ns / 1ps
module IP(
input clk,
input rst,
output reg [31:0] m_data,
output reg m_valid,
output reg m_tlast,
input m_ready,
input [31:0] s_data,
input s_valid,
output reg s_ready,
input en,
input DMA_VALID,
input [1:0] command
    );
    integer i ;
    reg [31:0] mem [31:0] ;
    parameter DEFAULT = 3'b000 ; 
    parameter IN      = 3'b001 ; 
    parameter W1      = 3'b010 ; 
    parameter W2      = 3'b011 ; 
    parameter IDLE    = 3'b100 ; 
    parameter OUT     = 3'b101 ; 
    parameter W3      = 3'b110 ; 
    parameter W4      = 3'b111 ; 
    reg [2:0] cs, ns ;
    reg [4:0] cnt ;  
    always@(posedge clk)begin
        if(!rst) cs <= DEFAULT ;
        else cs <= ns ;
    end
    always@(*)begin
        case(cs)
            DEFAULT:begin
                if(en == 1 && DMA_VALID == 1) ns = IN ;
                else ns = DEFAULT ;
            end
            IN:begin
                if(cnt == 31) ns = W1 ;
                else ns = IN ;
            end
            W1:begin
                if(DMA_VALID == 0) ns = W2 ;
                else ns = W1 ;
            end
            W2:begin
                if(DMA_VALID == 1) ns = IDLE ;
                else ns = W2 ;
            end
            IDLE:begin
                if(DMA_VALID == 0 && en == 0) ns = DEFAULT ;
                else begin
                    if(command == 1) ns = IN ;
                    else if(command == 2) ns = OUT ;
                    else ns = IDLE ;
                end
            end
            OUT:begin
                if(cnt == 31) ns = W3 ;
                else ns = OUT ;
            end
            W3:begin
                if(DMA_VALID == 0) ns = W4 ;
                else ns = W3 ;
            end
            W4:begin
                if(DMA_VALID == 1) ns = IDLE ;
                else ns = W4 ;
            end
            default:ns = DEFAULT ;
        endcase
    end
    always@(posedge clk)begin
        if(!rst) cnt <= 0 ;
        else begin
            case(cs)
                IN:begin
                    if(s_ready == 1 && s_valid == 1) cnt <= cnt + 1 ;
                    else cnt <= cnt ;
                end
                OUT:begin
                    if(m_ready == 1 && m_valid == 1) cnt <= cnt + 1 ;
                    else cnt <= cnt ;
                end
                default: cnt <= 0 ;
            endcase
        end
    end
    always@(posedge clk)begin
        if(!rst) s_ready <= 0 ;
        else begin
            case(cs)
                IN:begin
                    if(cnt == 31) s_ready <= 0 ;
                    else s_ready <= 1 ;
                end
                default: s_ready <= 0 ;
            endcase
        end
    end
    always@(posedge clk)begin
        if(!rst) begin
            for(i=0; i<32; i=i+1)begin
                mem[i] <= 0 ;
            end
        end
        else begin
            case(cs)
                IN:begin
                    if(s_ready == 1 && s_valid == 1) mem[cnt] <= s_data ;
                    else mem[cnt] <= mem[cnt] ;
                end
                default:begin
                    for(i=0; i<32; i=i+1)begin
                        mem[i] <= mem[i] ;
                    end
                end
            endcase        
        end
    end
    always@(posedge clk)begin
        if(!rst) m_valid <= 0 ;
        else begin
            case(cs)
                OUT:begin
                    if(cnt == 31) m_valid <= 0 ;
                    else begin
                        if(m_ready == 1) m_valid <= 1 ;
                        else m_valid <= 0 ;
                    end
                end
                default: m_valid <= 0 ;
            endcase
        end
    end
    always@(posedge clk)begin
        if(!rst) m_tlast <= 0 ;
        else begin
            case(cs)
                OUT:begin
                    if(cnt == 30) m_tlast <= 1 ;
                    else m_tlast <= 0 ;
                end
                default: m_tlast <= 0 ;
            endcase
        end
    end
    always@(posedge clk)begin
        if(!rst) m_data <= 0 ;
        else begin
            case(cs)
                OUT:begin
                    if(m_ready == 0 || m_valid == 0)begin
                        if(cnt == 0) m_data <= mem[cnt] ;
                        else m_data <= m_data ;
                    end
                    else begin
                        if(m_tlast == 1) m_data <= 0 ;
                        else m_data <= mem[cnt + 1] ;                 
                    end
                end
            endcase
        end
    end
endmodule
</file>
<file path="run.sh">
#!/bin/bash
# OpenROAD 26Q1-2900-gdf79404cd8, Yosys 0.63+post, stock flow scripts
make -C /OpenROAD-flow-scripts/flow DESIGN_CONFIG=/design/flow/config.mk WORK_HOME=/design/flow/orfs finish
</file>
==> impl_metrics.toml <==
# physical design summary
[place]
place.gp.congestion = 0.937
io_buffer_count = 74
detailedPlacementHpwl_um = 112000

[synth]
synthDistinctLibCells = 39
synthTopLogicFamily = "multiplexers"
fa_ha_area_share_pct = 0.181
yosys_stat_area_um2 = 55200
yosysSeqAreaShare_pct = 57.6
ys_top_cells_by_area = "sky130_fd_sc_hd__edfxtp_1 56%, sky130_fd_sc_hd__mux4_2 10%, sky130_fd_sc_hd__mux2i_1 9.9%"
edf_count = 1024
async_reset_ff_share_pct = 0
post_synth_mux_area_share_pct = 20.3
synth.yosys.num_cells = 4427
synth-seq-cells = 1077
synthCells = 4427
synth_area_per_cell_um2 = 12.5
parity_gate_share_of_the_synthesized_area_counting_xor_and_xnor_cells_pct = 0.0317
total_standard_cell_area_after_synthesis_um2 = 55200
netlist.top_cell.by_area = "sky130_fd_sc_hd__edfxtp_1"
yosysWarnings = 1
ys_dominant_reg_cell = "sky130_fd_sc_hd__edfxtp_1"
synth_largest_type_area_fraction_pct = 55.7
synth.cellmix.compoundShare_pct = 7.36
ys_sh_simple_pct = 9.03

[final_timing]
layout_worst_path_cycle_share_pct = 30.3
pin_slew_with_the_least_headroom_to_its_limit_ns = 1.05
fin_skew_ns = 0.0204
rsz0062_at_grt = "false"
hold_viol_final = 0
post-route-min-period_ns = 8.25
max_freq_mhz = 121
slew_viol_final = 0
slew_headroom_pct = 30.1
setup_viol_count_final = 0
setup_total_negative_slack_ns = 0
timing.hold.ws_ns = 0.474

[finish]
final_layout_size_suffix_gt1_share_pct = 16.3
layout.area.comb_um2 = 21100
syn2layout_area_growth_pct = 13.5
sequential_cell_area_in_the_final_layout_um2 = 31800
final.fill_count = 17400

[grt]
grt_pass1_vias = 38800
grt_first_pass_wirelength_um = 262000
grt_overflow_total = 0
antenna_found_initial = 1
maximum_number_of_pins_on_one_net_before_global_route_repair = 88
grtUsageTotal_pct = 20.4

[die]
initial_core_util_pct = 30.2
design.die.area_um2 = 186000
rows = 157
ios = 75
fp.dieH_um = 431
core_um2 = 183000
die_w_um = 431

[detailed_routing]
detail_route.iter0.violations = 2915
routed_wl_um = 181000
vias = 37100
wl_per_instance_um = 26.2
vias_per_cell = 5.39
antenna_left = 0
route.detailed.drc = 0
drt-pass1-iter-count = 6

[job]
log.warning_count = 31
drv.max_cap_violation_count = 0

[critical_path]
cp.arrival_ns = 8.62
critical_path_class = "in2reg"
worstPathRequired_ns = 27.57
worstSetupStartpointType = "input pin"
crit_fanout = 33
cp-end-kind = "flop"

[clock_tree]
clk_latency_ns = 0.73
tritoncts = "done"
cts_buffer_depth = 3
clkSlewWorstSetupHoldPaths_ns = 0.06
numCtsBuffers = 112
postCtsHoldBufs = 0
clkSinkCount = 1077
post-cts-setup-buffer-count = 0
ctsHtreeMaxLevel = 3
clock_tree.root_cell = "sky130_fd_sc_hd__clkbuf_16"
cts_resized = 0

[pwr]
worst_ir_drop_vdd_mv = 0.0493
power.leakage_nw = 20.4
cellPowerDensity_nw_per_um2 = 60.6

[hold_path]
timing.hold.worst.class = "reg2reg"

[outcome]
run_status = "finished clean"
==> path summary, 6_finish.rpt <==
| check | start | endpoint | slack (ns) | cells after the start |
|---|---|---|---|---|
| setup / recovery | rst | mem[19][13] | 18.95 | 8 |
| hold / removal | cs[6] | cs[6] | 0.47 | 2 |
| setup reg to reg | flop | mem[7][24] | 20.82 | 12 |
| hold reg to reg | cs[6] | cs[6] | 0.47 | 2 |
==> metrics by stage <==
step / cell area, um^2 / util, % / power [mW] / instances / worst slack, ns
after global routing: 62700 / 34.3 / 3.90 / 6896 / 18.79
after floorplan: 55200 / - / 2.11 / 4427 / 19.89
after global placement: 58900 / 32.2 / 2.23 / 6687 / 18.18
after CTS: 62700 / 34.3 / 3.81 / 6896 / 18.98
final: 62700 / 34.3 / 3.80 / 6897 / 18.95
after detailed placement: 58900 / 32.2 / 2.24 / 6687 / 18.21
==> layout make-up <==
type,instances,area share (%)
Sequential cell,1077,50.8
Multi-Input combinational cell,2659,33.6
Tap cell,2464,4.92
Clock buffer,146,4.91
Timing Repair Buffer,224,3.07
Inverter,263,1.58
Clock inverter,63,1.11
Antenna cell,1,0.00399
==> per-layer routing <==
metal / vias to the layer above / part of all wire (%) / global-route usage [%]
li1: 16100 / - / -
met1: 18500 / 34 / 23.1
met2: 2189 / 46 / 30.9
met3: 329 / 16 / 13.7
met4: 4 / 4.3 / 6.99
met5: - / 0.076 / 0.833
==> layout by cell type (no fill, tap or decap), drive strengths merged, types with 128 or more instances in the layout <==
master     n
edfxtp  1024
o22ai    128
a22oi    292
nor2    1044
clkbuf   146
inv      267
mux4     256
buf      151
mux2i    544
a21oi    131
==> cells in the mapped netlist (3+ instances only) <==
cell type / instances
sky130_fd_sc_hd__nand2_1: 79
sky130_fd_sc_hd__nor2b_1: 8
sky130_fd_sc_hd__buf_6: 19
sky130_fd_sc_hd__mux4_2: 256
sky130_fd_sc_hd__o21ai_0: 39
sky130_fd_sc_hd__a31oi_1: 3
sky130_fd_sc_hd__inv_1: 263
sky130_fd_sc_hd__o22ai_1: 128
sky130_fd_sc_hd__nand3_1: 34
sky130_fd_sc_hd__ha_1: 8
sky130_fd_sc_hd__nand2b_1: 5
sky130_fd_sc_hd__buf_4: 35
sky130_fd_sc_hd__buf_2: 131
sky130_fd_sc_hd__clkbuf_1: 217
sky130_fd_sc_hd__buf_1: 26
sky130_fd_sc_hd__nor4_2: 32
sky130_fd_sc_hd__nor2_1: 1044
sky130_fd_sc_hd__a22oi_1: 292
sky130_fd_sc_hd__and3_1: 3
sky130_fd_sc_hd__nor3_1: 4
sky130_fd_sc_hd__mux2i_1: 544
sky130_fd_sc_hd__edfxtp_1: 1024
sky130_fd_sc_hd__a21oi_1: 131
sky130_fd_sc_hd__o21ai_1: 29
sky130_fd_sc_hd__nor3b_1: 4
sky130_fd_sc_hd__dfxtp_1: 53
==> state kept, by name, indices dropped and copies added, names as in the netlist, named ones only <==
signal and flops:
mem 1024, m_data 32, cs 8, cnt 5, m_tlast 1, m_valid 1, s_ready 1
==> power breakdown <==
| part | internal [mW] | switching (mW) | leakage (nW) |
|---|---|---|---|
| clock | 0.936 | 0.658 | 1.85 |
| combinational | 0.109 | 0.199 | 7.59 |
| sequential | 1.87 | 0.0315 | 11.0 |
| total | 2.91 | 0.889 | 20.4 |
==> critical path: stages <==
cell,delay (ns)
sky130_fd_sc_hd__buf_2,0.53
sky130_fd_sc_hd__buf_4,0.55
sky130_fd_sc_hd__nand2_1,0.14
sky130_fd_sc_hd__nor2_1,0.31
sky130_fd_sc_hd__buf_4,0.25
sky130_fd_sc_hd__nand2_2,0.47
sky130_fd_sc_hd__nand2_2,0.43
sky130_fd_sc_hd__buf_4,0.44
==> kinds of logic after synthesis <==
logic type	after synthesis
AOI/OAI and AO/OA	629
xor gates and xnor gates	2
adders and majority gates	8
buffers and inverters	691
DFF	1077
muxes	800
and+or+nand+nor	1220
No activity file was given, so power comes from the tool's default toggle rates.
